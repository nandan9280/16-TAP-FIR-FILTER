==> ./design.v <==
module booth_multiplier_16x16 (
    input  [15:0] A,
    input  [15:0] B,
    output [31:0] P
);
    reg [31:0] product;
    reg [33:0] temp;  
    reg [31:0] partial_sum;
    integer i;
    always @(*) begin
        product = 32'd0;
        temp = {B, 1'b0};   
        for (i = 0; i < 16; i = i + 1) begin
            case ({temp[i+1], temp[i]})
                2'b01: partial_sum = A << i;        
                2'b10: partial_sum = ~(A << i) + 1;  
                default: partial_sum = 32'd0;
            endcase
            product = product + partial_sum;
        end
    end
    assign P = product;
endmodule
module full_adder (a,b,cin,sum,carry);
    input a, b, cin;
    output sum, carry;
    assign sum = a ^ b ^ cin;
    assign carry = (a & b) | (b & cin) | (a & cin);
endmodule
module ripple_carry_adder_32bit(A, B, Cin, Sum);
    input [31:0] A, B;
    input Cin;
    output [31:0] Sum;
    wire [31:0] carry;
    full_adder FA0(A[0], B[0], Cin, Sum[0], carry[0]);
    full_adder FA1(A[1], B[1], carry[0], Sum[1], carry[1]);
    full_adder FA2(A[2], B[2], carry[1], Sum[2], carry[2]);
    full_adder FA3(A[3], B[3], carry[2], Sum[3], carry[3]);
    full_adder FA4(A[4], B[4], carry[3], Sum[4], carry[4]);
    full_adder FA5(A[5], B[5], carry[4], Sum[5], carry[5]);
    full_adder FA6(A[6], B[6], carry[5], Sum[6], carry[6]);
    full_adder FA7(A[7], B[7], carry[6], Sum[7], carry[7]);
    full_adder FA8(A[8], B[8], carry[7], Sum[8], carry[8]);
    full_adder FA9(A[9], B[9], carry[8], Sum[9], carry[9]);
    full_adder FA10(A[10], B[10], carry[9], Sum[10], carry[10]);
    full_adder FA11(A[11], B[11], carry[10], Sum[11], carry[11]);
    full_adder FA12(A[12], B[12], carry[11], Sum[12], carry[12]);
    full_adder FA13(A[13], B[13], carry[12], Sum[13], carry[13]);
    full_adder FA14(A[14], B[14], carry[13], Sum[14], carry[14]);
    full_adder FA15(A[15], B[15], carry[14], Sum[15], carry[15]);
    full_adder FA16(A[16], B[16], carry[15], Sum[16], carry[16]);
    full_adder FA17(A[17], B[17], carry[16], Sum[17], carry[17]);
    full_adder FA18(A[18], B[18], carry[17], Sum[18], carry[18]);
    full_adder FA19(A[19], B[19], carry[18], Sum[19], carry[19]);
    full_adder FA20(A[20], B[20], carry[19], Sum[20], carry[20]);
    full_adder FA21(A[21], B[21], carry[20], Sum[21], carry[21]);
    full_adder FA22(A[22], B[22], carry[21], Sum[22], carry[22]);
    full_adder FA23(A[23], B[23], carry[22], Sum[23], carry[23]);
    full_adder FA24(A[24], B[24], carry[23], Sum[24], carry[24]);
    full_adder FA25(A[25], B[25], carry[24], Sum[25], carry[25]);
    full_adder FA26(A[26], B[26], carry[25], Sum[26], carry[26]);
    full_adder FA27(A[27], B[27], carry[26], Sum[27], carry[27]);
    full_adder FA28(A[28], B[28], carry[27], Sum[28], carry[28]);
    full_adder FA29(A[29], B[29], carry[28], Sum[29], carry[29]);
    full_adder FA30(A[30], B[30], carry[29], Sum[30], carry[30]);
    full_adder FA31(A[31], B[31], carry[30], Sum[31], carry[31]);
endmodule
module fir_filter_16tap (
    input clock, 
    input rst, 
    input [15:0] x_in, 
    input [15:0] h0, h1, h2, h3, h4, h5, h6, h7,
    input [15:0] h8, h9, h10, h11, h12, h13, h14, h15,
    output reg [31:0] y_out
);
    reg [15:0] tap0, tap1, tap2, tap3, tap4, tap5, tap6, tap7;
    reg [15:0] tap8, tap9, tap10, tap11, tap12, tap13, tap14, tap15;
    wire [31:0] p0, p1, p2, p3, p4, p5, p6, p7;
    wire [31:0] p8, p9, p10, p11, p12, p13, p14, p15;
    booth_multiplier_16x16 m0 (.A(tap0), .B(h0), .P(p0));
    booth_multiplier_16x16 m1 (.A(tap1), .B(h1), .P(p1));
    booth_multiplier_16x16 m2 (.A(tap2), .B(h2), .P(p2));
    booth_multiplier_16x16 m3 (.A(tap3), .B(h3), .P(p3));
    booth_multiplier_16x16 m4 (.A(tap4), .B(h4), .P(p4));
    booth_multiplier_16x16 m5 (.A(tap5), .B(h5), .P(p5));
    booth_multiplier_16x16 m6 (.A(tap6), .B(h6), .P(p6));
    booth_multiplier_16x16 m7 (.A(tap7), .B(h7), .P(p7));
    booth_multiplier_16x16 m8 (.A(tap8), .B(h8), .P(p8));
    booth_multiplier_16x16 m9 (.A(tap9), .B(h9), .P(p9));
    booth_multiplier_16x16 m10 (.A(tap10), .B(h10), .P(p10));
    booth_multiplier_16x16 m11 (.A(tap11), .B(h11), .P(p11));
    booth_multiplier_16x16 m12 (.A(tap12), .B(h12), .P(p12));
    booth_multiplier_16x16 m13 (.A(tap13), .B(h13), .P(p13));
    booth_multiplier_16x16 m14 (.A(tap14), .B(h14), .P(p14));
    booth_multiplier_16x16 m15 (.A(tap15), .B(h15), .P(p15));
    wire [31:0] sum0, sum1, sum2, sum3, sum4, sum5, sum6, sum7;
    wire [31:0] sum8, sum9, sum10, sum11, sum12, sum13, sum14;
    ripple_carry_adder_32bit adder0 (.A(p0), .B(p1), .Cin(1'b0), .Sum(sum0));
    ripple_carry_adder_32bit adder1 (.A(p2), .B(p3), .Cin(1'b0), .Sum(sum1));
    ripple_carry_adder_32bit adder2 (.A(p4), .B(p5), .Cin(1'b0), .Sum(sum2));
    ripple_carry_adder_32bit adder3 (.A(p6), .B(p7), .Cin(1'b0), .Sum(sum3));
    ripple_carry_adder_32bit adder4 (.A(p8), .B(p9), .Cin(1'b0), .Sum(sum4));
    ripple_carry_adder_32bit adder5 (.A(p10), .B(p11), .Cin(1'b0), .Sum(sum5));
    ripple_carry_adder_32bit adder6 (.A(p12), .B(p13), .Cin(1'b0), .Sum(sum6));
    ripple_carry_adder_32bit adder7 (.A(p14), .B(p15), .Cin(1'b0), .Sum(sum7));
    ripple_carry_adder_32bit adder8 (.A(sum0), .B(sum1), .Cin(1'b0), .Sum(sum8));
    ripple_carry_adder_32bit adder9 (.A(sum2), .B(sum3), .Cin(1'b0), .Sum(sum9));
    ripple_carry_adder_32bit adder10 (.A(sum4), .B(sum5), .Cin(1'b0), .Sum(sum10));
    ripple_carry_adder_32bit adder11 (.A(sum6), .B(sum7), .Cin(1'b0), .Sum(sum11));
    ripple_carry_adder_32bit adder12 (.A(sum8), .B(sum9), .Cin(1'b0), .Sum(sum12));
    ripple_carry_adder_32bit adder13 (.A(sum10), .B(sum11), .Cin(1'b0), .Sum(sum13));
    ripple_carry_adder_32bit adder14 (.A(sum12), .B(sum13), .Cin(1'b0), .Sum(sum14));
    always @(posedge clock or posedge rst) begin
        if (rst) begin
            tap0 <= 16'd0; tap1 <= 16'd0; tap2 <= 16'd0; tap3 <= 16'd0;
            tap4 <= 16'd0; tap5 <= 16'd0; tap6 <= 16'd0; tap7 <= 16'd0;
            tap8 <= 16'd0; tap9 <= 16'd0; tap10 <= 16'd0; tap11 <= 16'd0;
            tap12 <= 16'd0; tap13 <= 16'd0; tap14 <= 16'd0; tap15 <= 16'd0;
            y_out <= 32'd0;
        end else begin
            tap15 <= tap14; tap14 <= tap13; tap13 <= tap12; tap12 <= tap11;
            tap11 <= tap10; tap10 <= tap9; tap9 <= tap8; tap8 <= tap7;
            tap7 <= tap6; tap6 <= tap5; tap5 <= tap4; tap4 <= tap3;
            tap3 <= tap2; tap2 <= tap1; tap1 <= tap0; tap0 <= x_in;
            y_out <= sum14;
        end
    end
endmodule
==> ./run.sh <==
#!/bin/bash
# OpenROAD 26Q1-2900-gdf79404cd8, Yosys 0.63+post, stock flow scripts
make -C /OpenROAD-flow-scripts/flow DESIGN_CONFIG=/design/flow/config.mk WORK_HOME=/design/flow/orfs finish
==> ./config.mk <==
export PLATFORM = sky130hd
export DESIGN_NAME = fir_filter_16tap
export DESIGN_NICKNAME = fir_filter_16tap
export VERILOG_FILES = /design/flow/design.v
export SDC_FILE = /design/flow/constraint.sdc
export NUM_CORES = 4
export LEC_CHECK = 1
export CORE_UTILIZATION = 50
==> ./constraint.sdc <==
current_design fir_filter_16tap

set clk_period 29.9
set clk_io_pct 0.2

create_clock -name clk0 -period $clk_period [get_ports {clock}]

set non_clock_inputs [all_inputs -no_clocks]
set_input_delay [expr $clk_period * $clk_io_pct] -clock clk0 $non_clock_inputs
set_output_delay [expr $clk_period * $clk_io_pct] -clock clk0 [all_outputs]
==> flow_summary.yaml <==
# physical design summary
timing:
  rsz0062_at_grt: "false"
  timing.setup.tns_ns: 0
  drv_slew: 0
  tightest_slew_ns: 1.240
  finalSetupViolCount: 0
  period_used_share: 0.8564
  period_needed_ns: 25.61
  skew_ns: 0.1133
  fmax_mhz: 39.05
  max_slew_margin: 0.1675
  final_hold_viol_count: 0
synth:
  ff_type: "dfrtp_1"
  synth_cell_type_count: 83
  postSynth.asyncResetShare: 1.000
  syn_area_mm2: 0.2298
  syn_inst: 25950
  edf_count: 0
  ys_ff: 288
  ys_area_mm2: 0.2298
  yosys_warnings: 2
  ys_seq_share: 0.03137
  syn_area_per_cell_um2: 8.853
  ys_cells: 25950
global_route:
  grt_max_degree: 54
  grt_overflow: 0
  antenna_found_initial: 39
  grt_pass1_wl_mm: 1381
  grt_usage: 0.4437
  grt_pass1_vias: 202700
critical_path:
  arrival_ns: 26.13
  crit_type: "input pin to flop"
  critical_path.max_stage_delay_ns: 0.83
  cpMostUsedCell: "fa_1"
  cp-start-kind: "input pin"
  rr_worst_depth: 63
  required_ns: 30.43
  end_kind: "flop"
  cp_slowest_cell: "fa_1"
  cp_max_fo: 24
placed_design:
  dp_hpwl_mm: 744.3
  port_buffers: 305
  dp.cells: 31410
  place_congestion: 1.049
routing:
  first_iter_violations: 14410
  ant_nets: 0
  wl_mm: 933.1
  viasPerCell: 6.077
  drc: 0
  drt_pre_antenna_iters: 7
  vias: 191600
  avgRoutedWirePerCell_um: 29.59
clocking:
  clockRootBuffer: "clkbuf_16"
  clock.latency.late_pin_ns: 0.76
  h-tree-depth: 2
  hold_buffers: 0
  postCtsSetupRepairBufs: 0
  numCtsBuffers: 44
  clkTransAtPathRegs_ns: 0.06
  cts-resized-gates: 0
  clkSinkCount: 288
  tritoncts: "done"
  clk_path_buf_depth: 3
die:
  die_w_um: 679.9
  initial_core_util: 0.5030
  die_h_um: 679.9
  die_area_mm2: 0.4622
  core.rowCount: 248
  ioPinCount: 306
  fp.coreArea_mm2: 0.4568
job:
  maxCapViolCount: 0
  warning_count: 265
final_layout:
  fin_cells: 31530
  syn_to_final_growth_pct: 6.028
  layout-drive-gt1-share: 0.06032
worst_hold_path:
  holdPathStages: 0
  hp-class: "flop to flop"
status:
  outcome: "completed"
worst max-delay path, delay by kind of cell:
kind	cells	cell delay, ns
simple gates	1	0.55
xor+xnor	14	2.84
compound gates	2	0.32
fa+ha+maj	35	15.13
buf+inv	4	1.25
cell families (layout without fill, tap and decap cells):
kind of cell / after synthesis / count (layout) / synth area share
XOR/XNOR: 1003 / 1003 / 0.03878
flip-flops: 288 / 288 / 0.03137
other: 0 / 42 / 0
buffers and inverters: 6171 / 5583 / 0.1009
adder cells (fa/ha/maj): 6801 / 6801 / 0.5461
AND/OR/NAND/NOR: 5627 / 5627 / 0.1137
AND-OR/OR-AND: 6063 / 6063 / 0.1692
layer usage:
layer	GRT usage	routed length [um]
met1	0.5568	311400
met2	0.6342	415600
met3	0.1727	104000
met5	0.002395	84
met4	0.3475	101900
cell usage after synthesis, drive strengths merged (24+ instances only):
master,count,area (um2)
fa,5378,107700
nor4,30,209.0
o21bai,81,608.1
o22ai,58,362.9
nor3,1003,5030
and3,31,193.9
xnor2,788,6902
or2,45,281.5
o31ai,534,4014
a22oi,1307,9812
buf,178,685.7
or4,24,183.9
nand2,2007,7536
inv,3911,14680
a22o,754,6604
a21o,123,923.4
xor2,206,1804
clkbuf,2071,7774
nor2b,519,3247
or3,138,868.3
a21oi,1432,7167
a31oi,28,175.2
o21ai,1612,8068
nand2b,456,2853
ha,1423,17800
nand3,61,310.3
nor2,1153,4340
o21a,30,225.2
and2,123,769.5
dfrtp,288,7207
area by class of cell:
type | instances | area (um2)
Tap cell | 6125 | 7664
Antenna cell | 42 | 105.1
Inverter | 3922 | 14730
Clock inverter | 31 | 342.8
Timing Repair Buffer | 1582 | 12640
Sequential cell | 288 | 7207
Fill cell | 42010 | 213100
Multi-Input combinational cell | 19490 | 199800
Clock buffer | 48 | 1157
state kept, by name, summed over array words and instances (netlist names):
register / count
tap9: 16
tap5: 16
tap8: 16
tap3: 16
tap15: 16
tap4: 16
tap6: 16
tap1: 16
tap13: 16
tap0: 16
y_out: 32
tap2: 16
tap7: 16
tap12: 16
tap14: 16
tap10: 16
tap11: 16
final timing paths:
kind	start	end	slack [ns]
worst max-delay path	h0[0]	y_out[31]	4.29
min in group asynchronous	rst	tap9[13]	5.65
max in group asynchronous	rst	tap15[6]	22.31
worst min register to register	tap9[2]	tap10[2]	0.37
worst min-delay path	tap9[2]	tap10[2]	0.37
worst max register to register	tap12[0]	y_out[31]	8.99
through the flow:
stage | hold slack (ns) | instance area (um2) | setup WS [ns] | util
floorplan | 0.3487 | 229800 | 6.132 | -
CTS | 0.3742 | 243500 | 4.408 | 0.5331
global placement | 0.3592 | 242000 | 3.826 | 0.5298
detailed placement | 0.3617 | 242000 | 3.734 | 0.5298
global route | 0.3914 | 243600 | 3.426 | 0.5333
finish | 0.3738 | 243600 | 4.292 | 0.5334
cell usage in the layout, fill, tap and decap left out, types with 23 or more instances in the layout:
cell / netlist / final
a21o_1: 123 / 123
clkbuf_16: 0 / 45
a21oi_1: 1432 / 1432
and2_1: 113 / 113
ha_1: 1423 / 1423
clkdlybuf4s50_1: 0 / 305
o22ai_1: 58 / 58
or2_2: 44 / 44
o31ai_1: 533 / 532
nand3_1: 60 / 56
o21bai_1: 81 / 81
nor2b_2: 0 / 37
diode_2: 0 / 42
inv_1: 3911 / 3910
or3_1: 137 / 136
fa_1: 5378 / 5378
nand2b_1: 456 / 455
a31oi_1: 28 / 28
or4_1: 23 / 23
nor2b_1: 519 / 482
nor3_1: 1001 / 954
xor2_1: 206 / 206
nor2_1: 1150 / 1150
a22o_1: 754 / 754
a22oi_1: 1307 / 1307
nor3_2: 2 / 49
xnor2_1: 788 / 787
dfrtp_1: 288 / 288
nor4_1: 28 / 26
buf_4: 1 / 1276
o21a_1: 30 / 30
nand2_1: 2006 / 2006
and3_1: 31 / 31
o21ai_0: 1611 / 1610
